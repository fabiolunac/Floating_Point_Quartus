--- /design/flow/design.v ---
module float2int
#(
	parameter EXP = 8,
	parameter MAN = 23
)
(
	input         [MAN+EXP:0] in,
	output signed [MAN+EXP:0] out
);
wire           s = in[MAN+EXP      ];
wire [EXP-1:0] e = in[MAN+EXP-1:MAN];
wire [MAN-1:0] m = in[MAN    -1:  0];
wire signed [MAN  :0] sm    = (s) ? -m : m;
wire        [EXP-1:0] shift = (e[EXP-1]) ? -e : e;
assign                out   = (e[EXP-1]) ? sm >>> shift : sm << shift;
endmodule
--- /design/flow/run.sh ---
#!/bin/bash
# OpenROAD 26Q1-2900-gdf79404cd8, Yosys 0.63+post, stock flow scripts
make -C /OpenROAD-flow-scripts/flow DESIGN_CONFIG=/design/flow/config.mk WORK_HOME=/design/flow/orfs finish
--- /design/flow/config.mk ---
export PLATFORM = sky130hd
export DESIGN_NAME = float2int
export DESIGN_NICKNAME = float2int
export VERILOG_FILES = /design/flow/design.v
export SDC_FILE = /design/flow/constraint.sdc
export NUM_CORES = 4
export LEC_CHECK = 1
export CORE_UTILIZATION = 50
--- /design/flow/constraint.sdc ---
current_design float2int

set clk_period 17.1
set clk_io_pct 0.2

create_clock -name clk0 -period $clk_period

set non_clock_inputs [all_inputs -no_clocks]
set_input_delay [expr $clk_period * $clk_io_pct] -clock clk0 $non_clock_inputs
set_output_delay [expr $clk_period * $clk_io_pct] -clock clk0 [all_outputs]
==> results.json <==
{
  "dieHeight_um": 97.6,
  "postCtsHoldBufs": 0,
  "rsz0062_at_grt": "no",
  "fin_ws_ns": 5.81,
  "pwr_density_cell_nw_per_um2": 42.4,
  "dpl.hpwl_um": 16200,
  "finalWirelength_um": 21600,
  "ant_nets": 0,
  "synth_top_cell_by_count": "nor2_1",
  "io_pins": 64,
  "ff_count": 0,
  "stdcell_count": 859,
  "wl_per_cell_um": 25.1,
  "ys_chip_area_um2": 4570,
  "worstHoldPathType": "in2out",
  "end_kind": "primary output",
  "coreArea_um2": 8810,
  "route.detailed.drc": 0,
  "crit_end": "out[9]",
  "grt_pass1_vias": 6001,
  "comb_area_um2": 4330,
  "area_leaders": "a21oi_1 (6.6%), nor2_1 (6.4%), mux2i_1 (4.6%), nand2_1 (4.6%), clkbuf_1 (4.4%)",
  "setup_violations": 0,
  "synthTopCellsByCount": "nor2_1 (78), a21oi_1 (60), nand2_1 (56)",
  "min_period_ns": 11.29,
  "syn2layout_area_growth_pct": 15.9,
  "dieWidth_um": 97.6,
  "synth_cell_types": 80,
  "nFillCells": 847,
  "netlist_instances": 730,
  "drtIter0Drc": 967,
  "crit_required_ns": 13.68,
  "worst_setup_path_start_kind": "input port",
  "grt_pass1_wl_um": 33700,
  "antennaDiodeCount": 0,
  "slew_violations": 0,
  "syn_area_per_cell_um2": 6.26,
  "ys_warn_count": 0,
  "fmax_ghz": 0.0886,
  "port_buffers": 64,
  "vdd_drop_max_v": 0.0000336,
  "slew_headroom": 0.349,
  "setup_tns_ns": 0,
  "p_total_uw": 225,
  "warnings": 33,
  "syn_area_um2": 4570,
  "gp_congestion": 1.19,
  "drive_gt1_frac": 0.0905,
  "post-cts-setup-buffers": 0,
  "yosys.area.top_type": "a21oi_1",
  "crit_arrival_ns": 7.87,
  "yosysTopAreaCellShare": 0.0657,
  "ys_cells": 730,
  "fp.dieArea_um2": 9530,
  "num_rows": 34,
  "grt_remaining_overflow": 0,
  "grtUsageTotal": 0.456,
  "cp_max_fo": 10,
  "vias_per_cell": 7.74,
  "leakage_nw": 1.74,
  "cts_resized": 0,
  "status": "finished clean",
  "fp_util": 0.519,
  "grt_max_degree": 84,
  "preCtsSetupSlack_ns": 5.93,
  "max_cap_viol_count": 0,
  "n_clock_buffer": 0,
  "path_class": "in2out",
  "hold_viol": 0,
  "vias": 6648,
  "dp_cells": 859,
  "yosysSeqAreaShare": 0,
  "antenna_found_initial": 0,
  "period_used_share": 0.660,
  "dr.pass1.iters": 25,
  "max_slew.worst_pin.slew_ns": 0.971,
  "ff_latch_area_um2": 0,
  "hold_ws_ns": 8.14,
  "crit_path_start": "in[0]"
}
## how the worst min path moves through the flow
| stage | startpoint | to | slack, ns | cells after the start |
|---|---|---|---|---|
| after CTS | in[27] | out[30] | 8.12 | 4 |
| after global routing | in[27] | out[30] | 8.23 | 4 |
| final | in[27] | out[30] | 8.14 | 4 |
## metrics by stage
stage,util,instance area [um2]
2_1_floorplan,-,4570
3_3_place_gp,0.602,5300
3_5_place_dp,0.602,5300
4_1_cts,0.602,5300
5_1_grt,0.602,5300
6_report,0.602,5300
## critical path: stages
cell and delay (ns):
clkdlybuf4s50_1 0.77, inv_1 0.13, ha_1 0.27, nor4b_2 0.17, buf_4 0.19, nand2_1 0.29
o31ai_4 0.12, xnor2_1 0.74, o21ai_1 0.34, o31a_1 0.32, a21oi_1 0.38, a221o_1 0.27
clkdlybuf4s50_1 0.46
## power by group
| part | internal, mW | switching [mW] |
|---|---|---|
| sequential | 0 | 0 |
| combinational | 0.0820 | 0.143 |
| clock | 0 | 0 |
## layout by cell type, fill, tap and decap left out, types with 19 or more instances in the layout
| cell | Yosys | routed |
|---|---|---|
| a211oi_1 | 21 | 21 |
| a21oi_1 | 60 | 60 |
| buf_4 | 0 | 23 |
| clkdlybuf4s50_1 | 0 | 63 |
| mux2i_1 | 21 | 20 |
| nand2_1 | 56 | 56 |
| nand3_1 | 31 | 31 |
| nor2_1 | 78 | 78 |
| nor3_1 | 26 | 26 |
| o21ai_0 | 30 | 30 |
| o21ai_1 | 21 | 21 |
| o31ai_1 | 19 | 19 |
## layer usage
layer / global-route usage / wire [um] / up-vias
met5: 0 / 0 / -
met1: 0.625 / 8260 / 3017
met2: 0.660 / 9030 / 566
met3: 0.153 / 3320 / 93
li1: - / - / 2972
met4: 0.175 / 958 / 0
## layout make-up
| cell class | instances | share of cell area |
|---|---|---|
| inverter | 6 | 0.00425 |
| multi-input combinational | 658 | 0.818 |
| tap | 108 | 0.0255 |
| timing repair buffer | 87 | 0.153 |
## kinds of logic (layout without fill, tap and decap cells)
logic type                 after synthesis  in the layout  synth area share
muxes                                   32             32            0.0805
buffers and inverters                   72             93            0.0597
AOI/OAI and AO/OA                      314            314             0.492
xor gates and xnor gates                23             23            0.0441
adders and majority gates                2              2           0.00547
and+or+nand+nor                        287            287             0.319
Power and IR drop assume default switching activity.
